### design/flow/config.mk
export PLATFORM = sky130hd
export DESIGN_NAME = sar_ctrl
export DESIGN_NICKNAME = sar_ctrl
export VERILOG_FILES = /design/flow/design.v
export SDC_FILE = /design/flow/constraint.sdc
export NUM_CORES = 4
export LEC_CHECK = 1
export CORE_AREA = 10 10 92 92
export DIE_AREA = 0 0 102 102
### design/flow/constraint.sdc
current_design sar_ctrl

set clk_period 2.9
set clk_io_pct 0.2

create_clock -name clk0 -period $clk_period [get_ports {clk}]

set non_clock_inputs [all_inputs -no_clocks]
set_input_delay [expr $clk_period * $clk_io_pct] -clock clk0 $non_clock_inputs
set_output_delay [expr $clk_period * $clk_io_pct] -clock clk0 [all_outputs]
### design/flow/design.v
module sar_ctrl #(
    parameter SIZE = 8
) ( 
    input   wire                clk,         
    input   wire                rst_n,       
    input   wire                soc,         
    input   wire                cmp,         
    input   wire                en,	     
    input   wire [3:0]          swidth,      
    output  wire                sample_n,    
    output  wire [SIZE-1:0]     data,        
    output  wire                eoc,         
    output  wire                dac_rst      
);
    reg [SIZE-1:0]  result;
    reg [SIZE-1:0]  shift;
    reg [3:0]       sample_ctr;
    wire            sample_ctr_match;
    wire [SIZE-1:0] current;
    wire [SIZE-1:0] next;
    assign sample_ctr_match = (swidth == sample_ctr);
    reg [2:0]   state, nstate;
    localparam [2:0] IDLE   = 3'd0, 
	             SAMPLE = 3'd1, 
                     RST    = 3'd2,
		     START  = 3'd3,
	             CONV   = 3'd4, 
	             DONE   = 3'd5;
    always @* begin
	case (state)
            IDLE:
		if (soc)
		    nstate = SAMPLE;
                else
		    nstate = IDLE;
            SAMPLE:
		nstate = RST;
            RST:
		if (sample_ctr_match)
		    nstate = START;
                else
		    nstate = RST;
	    START:
		nstate = CONV;
            CONV:
		if (shift == 'b1)
		    nstate = DONE;
                else
		    nstate = CONV;
            DONE:
		nstate = IDLE;
            default:
		nstate = IDLE;
	endcase
    end
    always @(posedge clk or negedge rst_n) begin
        if (!rst_n)
            state <= IDLE;
        else if (en)
            state <= nstate;
    end
    always @(posedge clk or negedge rst_n) begin
        if (!rst_n)
            sample_ctr <= 'b0;
        else if (en & (state == RST))
            if (sample_ctr_match)
                sample_ctr <= 'b0;
            else
                sample_ctr <= sample_ctr + 'b1;
    end
    always @(posedge clk or negedge rst_n) begin
 	if (!rst_n)
	    shift <= 'b0;
        else if (en)
            if (state == IDLE) 
                shift <= 1'b1 << (SIZE-1);
            else if (state == CONV)
                shift <= (shift >> 1);
    end
    assign current = (cmp == 1'b0) ? ~shift : {SIZE{1'b1}};
    assign next = shift >> 1;
    always @(posedge clk or negedge rst_n) begin
	if (!rst_n)
	    result <= 'b0;
        else if (en)
            if (state == IDLE)
                result <= 'b0;
            else if (state == RST) 
                result <= 1'b1 << (SIZE-1);
            else if (state == CONV)
                result <= (result | next) & current; 
    end
    assign data = result;
    assign eoc = (state == DONE);
    assign sample_n = ~((state == SAMPLE) || (state == RST));
    assign dac_rst = ((state == RST) || (state == START));
endmodule
### design/flow/run.sh
#!/bin/bash
# OpenROAD 26Q1-2900-gdf79404cd8, Yosys 0.63+post, stock flow scripts
make -C /OpenROAD-flow-scripts/flow DESIGN_CONFIG=/design/flow/config.mk WORK_HOME=/design/flow/orfs finish
==> run_results.csv <==
group,metric,value,unit
run_status,status,"complete, no violations",
cells_and_area,fillers,684,
synthesis,ys.warnings.count,1,
clock_tree,cts_root_buf,"clkbuf_8",
synthesis,syn_inst,113,
placed_design,port_buffers,19,
drt,final_antenna_net_count,0,
setup_path,r2r_setup_slack,1.50,ns
setup_path,cp-end-kind,"output pin",
clock_tree,cts.htree.levels,1,
hold_path,hp-class,"register to register",
sta,slew_headroom,72.8,%
sta,hold_viol,0,
grt,grt_pass1_vias,995,
drt,vias_per_cell,4.43,
sta,slew_violations,0,
setup_path,start_kind,"register",
setup_path,cp.required,2.32,ns
power_and_ir_drop,seq_power_share,50.7,%
clock_tree,cts_setup_buffers,0,
setup_path,path_cells,"or2_2, clkdlybuf4s50_1",
setup_path,path_buffers,1,
power_and_ir_drop,p_leak,0.000627,uW
clock_tree,cts_tree,"built",
sta,clock_skew,0.00282,ns
power_and_ir_drop,cell_internal_pwr,839,uW
clock_tree,cts_made_buffers,3,
drt,vias,931,
clock_tree,clock_path_buffers,2,
floorplanning,floorplan.rows,29,
sta,worstMarginPinSlew,0.405,ns
sta,fin_tns_setup,0,ns
sta,rsz0062_at_grt,"no",
floorplanning,die_w,102,um
floorplanning,initial_core_util,19.8,%
run,maxCapViolCount,0,
synthesis,synthArstFlopShare,100,%
grt,track_usage,6.19,%
sta,timing.hold.ws,0.528,ns
drt,insertedDiodeCount,0,
grt,antenna_found_initial,0,
setup_path,path_delay_family,"flip-flops",
synthesis,ys_types,39,
sta,period_used_share,73.8,%
grt,globalRouteOverflowTotal,0,
synthesis,synthTopCellsByArea,"dfrtp_1 (49%), a211oi_2 (4.9%), o2bb2ai_1 (4.1%)",
floorplanning,die_y,102,um
synthesis,yosys.area.top_type_share,49.0,%
setup_path,worstPathMaxFanout,11,
synthesis,ff_type,"dfrtp_1",
drt,wl,3.02,mm
drt,routedWlPerCell,14.4,um
power_and_ir_drop,switching_share,37.2,%
synthesis,yosys.area.top_type,"dfrtp_1",
clock_tree,cts.sinks,26,
synthesis,edf_count,0,
power_and_ir_drop,combPwrFrac,33.7,%
floorplanning,num_io_pins,20,
synthesis,ys_area,1280,um2
floorplanning,die-area,10400,um2
setup_path,critical_path_arrival,1.56,ns
cells_and_area,layout-drive-gt1-share,15.0,%
synthesis,synth-seq-area-share,51.1,%
setup_path,crit_type,"register to output pin",
power_and_ir_drop,p_total,1340,uW
grt,grt_max_degree,27,
sta,setup_violations,0,
floorplanning,core-area,6460,um2
drt,drtPass1Iterations,4,
sta,fin_crit,2.14,ns
power_and_ir_drop,power_density,843,nW/um2
grt,grt_pass1_wl,5.31,mm
setup_path,slowest_stage,"dfrtp_1",
synthesis,ys_ff,26,
clock_tree,clk_latency,0.27,ns
setup_path,slowest_delay,0.52,ns
drt,drcViolationCount,0,
clock_tree,postCtsResizedCells,0,
synthesis,syn_avg_cell_area,11.3,um2
placed_design,globalplace.congestion,0.764,
power_and_ir_drop,clkPwrFrac,15.7,%
cells_and_area,syn2layout_area_growth,24.1,%
power_and_ir_drop,peakVddDrop,0.261,mV
clock_tree,cts_hold_buf,0,
synthesis,ys_cells,113,
power_and_ir_drop,power.switching,496,uW
synthesis,synth_area,1280,um2
drt,drtIter0Drc,93,
sta,max_clock_freq,467,MHz
run,warnings,25,
clock_tree,clk_pin_slew,0.09,ns
placed_design,dp_hpwl,2.09,mm
-- per-layer routing --
metal,track usage (%),routed length (um),vias up
li1,-,-,466
met1,8.92,1480,444
met2,9.14,1340,17
met3,1.91,163,4
met4,0.976,33,0
met5,0,0,-
-- per-stage QoR --
stage | setup WS [ns] | utilization (%) | instances | cell area [um2]
2_1_floorplan | 1.55 | - | 113 | 1280
3_3_place_gp | 0.842 | 23.8 | 206 | 1540
3_5_place_dp | 0.794 | 23.8 | 206 | 1540
4_1_cts | 0.742 | 24.5 | 210 | 1580
5_1_grt | 0.688 | 24.5 | 210 | 1580
6_report | 0.759 | 24.5 | 210 | 1580
-- cells in the mapped netlist, types with 2 or more instances --
cell        n
dfrtp_1    25
a21oi_1     8
nand2_1     8
a22oi_1     6
o21ai_0     6
o2bb2ai_1   6
a211oi_2    5
inv_1       5
a22o_1      4
xor2_1      4
a311oi_1    2
buf_6       2
mux2i_1     2
nand3_1     2
nand4_1     2
nor2_1      2
or2_2       2
-- power by group through the flow --
| stage | combinational (uW) | clock, uW | sequential (uW) |
|---|---|---|---|
| 6_report | 450 | 209 | 676 |
| 5_1_grt | 515 | 236 | 705 |
| 4_1_cts | 457 | 220 | 676 |
-- path summary, 6_finish.rpt --
| kind | depth (start not counted) | endpoint | start |
|---|---|---|---|
| hold / removal | 1 | result[7]$_DFFE_PN0P_ | result[7]$_DFFE_PN0P_ |
| min in group asynchronous | 2 | state[4]$_DFF_PN0_ | rst_n |
| hold reg to reg | 1 | result[7]$_DFFE_PN0P_ | result[7]$_DFFE_PN0P_ |
| setup / recovery | 2 | dac_rst | state[2]$_DFF_PN0_ |
| setup reg to reg | 3 | result[0]$_DFFE_PN0P_ | state[0]$_DFF_PN1_ |
| max in group asynchronous | 2 | state[0]$_DFF_PN1_ | rst_n |
-- flip-flops by register name, indices dropped and copies added, names as in the netlist --
register    flops
result          8
sample_ctr      4
shift           8
state           6
-- logic make-up after synthesis --
logic type,after synthesis,share of synthesized area [%]
DFF,26,51.1
AOI/OAI and AO/OA,44,26.8
adders and majority gates,1,0.980
buffers and inverters,11,4.80
and+or+nand+nor,25,12.1
muxes,2,1.57
xor gates and xnor gates,4,2.74
-- placed cells by master (no fill, tap or decap), drive strengths merged, types with 4 or more instances in the layout --
cell and count:
a22oi 6, a21oi 8, o2bb2ai 6, a211oi 5, dfrtp 25, a22o 4
inv 5, xor2 4, nor2 4, clkdlybuf4s50 19, clkbuf 4, o21ai 6
nand2 8
-- area by class of cell --
type | count | area [um2] | share of cell area [%]
Clock buffer | 4 | 45.0 | 2.84
Inverter | 6 | 22.5 | 1.42
Multi-Input combinational cell | 76 | 563 | 35.5
Sequential cell | 26 | 652 | 41.2
Tap cell | 77 | 96.3 | 6.08
Timing Repair Buffer | 21 | 205 | 13.0
No activity file was given, so power comes from the tool's default toggle rates.
